File: /design/flow/config.mk
export PLATFORM = sky130hd
export DESIGN_NAME = Guess_Num
export DESIGN_NICKNAME = Guess_Num
export VERILOG_FILES = /design/flow/design.v
export SDC_FILE = /design/flow/constraint.sdc
export NUM_CORES = 4
export LEC_CHECK = 1
export CORE_UTILIZATION = 40
File: /design/flow/constraint.sdc
current_design Guess_Num

set clk_period 7.8
set clk_io_pct 0.2

create_clock -name clk0 -period $clk_period [get_ports {CLK}]

set non_clock_inputs [all_inputs -no_clocks]
set_input_delay [expr $clk_period * $clk_io_pct] -clock clk0 $non_clock_inputs
set_output_delay [expr $clk_period * $clk_io_pct] -clock clk0 [all_outputs]
File: /design/flow/design.v
`timescale 1ms/1ns
module Guess_Num(
	input Center, Down, CLK,
	input [15:0]SW,
	output reg [15:0]LED,
	output [7:0]SSEG_CA,
	output [7:0]SSEG_AN
	);
	wire CLK_1K;
	Clock_1k CLK1K(CLK, CLK_1K);   
	wire [7:0] randSSEG[3:0];  
	convert converter0(randstore[0], randSSEG[0]);   
	convert converter1(randstore[1], randSSEG[1]);
	convert converter2(randstore[2], randSSEG[2]);
	convert converter3(randstore[3], randSSEG[3]);
	wire CLK_Slow;
	Clock_Slow CLKSLOW(CLK_1K, CLK_Slow);   
	wire CLK_Scroll;
	Clock_Scroll ClockScroll(CLK, CLK_Scroll);   
	wire [3:0] randgen[3:0];  
	reg [3:0] randstore[3:0];  
	Random RANDOM(CLK_Slow, CLK, randgen[3], randgen[2], randgen[1], randgen[0]);   
	reg [7:0] dig[7:0];
	Display_7seg display(dig[0], dig[1], dig[2], dig[3], dig[4], dig[5], dig[6], dig[7], CLK_1K, SSEG_CA, SSEG_AN);   
	reg [2:0] state;   
	reg [2:0] guessNum;  
	reg [3:0] guessDig;  
    reg [3:0] last_guessDig;  
	wire [7:0] guessSSEG;  
	convert guessconvert(guessDig, guessSSEG);
	reg [2:0] randNum;   
	reg [4:0] i;   
	reg [3:0] x;   
	reg [3:0] x2;  
	reg [3:0] y;   
	reg [3:0] y2;  
	reg [7:0] digScroll [7:0];   
	reg [7:0] digGuess [7:0];    
	reg scrollSig;
	reg [31:0]counterScroll;
    reg fastScroll, delayLED, scrollCorrect;
    initial begin   
	state = 3'b000;
    scrollCorrect = 1'b0;
    scrollSig = 1'b0;	
	x2 = 4'b0000;
	y2 = 4'b0000;
    guessNum = 3'b000;
    randNum = 3'b000;
    dig[0] = 8'b11111111;   
    dig[1] = 8'b11111111;
    dig[2] = 8'b11111111;
    dig[3] = 8'b11111111;
    dig[4] = 8'b11111111;
    dig[5] = 8'b11111111;
    dig[6] = 8'b11111111;
    dig[7] = 8'b11111111;
    digGuess[0] = 8'b11111111;
    digGuess[1] = 8'b11111111;
    digGuess[2] = 8'b11111111;
    digGuess[3] = 8'b11111111;
    digGuess[4] = 8'b11111111;
    digGuess[5] = 8'b11111111;
    digGuess[6] = 8'b11111111;
    digGuess[7] = 8'b11111111;
    end
	always @ (posedge CLK) begin
        counterScroll <= counterScroll + 32'h00000001;
        fastScroll <= counterScroll[28];  
        delayLED <= counterScroll[30];   
    end
    	always @ (posedge CLK_Slow) begin   
        if(!scrollCorrect)
            y = 4'b0000;
        if(scrollCorrect) begin
            digGuess[y-4'b0111] = 8'b11111111;
            digGuess[y-4'b0110] = 8'b11111111;  
            digGuess[y-4'b0101] = 8'b11111111;                        
            digGuess[y-4'b0100] = 8'b11111111;
            digGuess[y-4'b0011] = 8'b11111111;
            digGuess[y-4'b0010] = 8'b11111111;  
            digGuess[y-4'b0001] = 8'b11111111;
            digGuess[y]         = guessSSEG;            
            y = y + 4'b0001;
        end
    end    
    	always @ (posedge CLK_Scroll) begin
        if (!scrollSig)
            x = 4'b0000;    
        if(scrollSig) begin
            digScroll[x-4'b1000] = 8'b11111111;   
            digScroll[x-4'b0111] = 8'b11111111;
            digScroll[x-4'b0110] = 8'b11111111;  
            digScroll[x-4'b0101] = 8'b11111111;                        
            digScroll[x-4'b0100] = randSSEG[0];   
            digScroll[x-4'b0011] = randSSEG[1];
            digScroll[x-4'b0010] = randSSEG[2];  
            digScroll[x-4'b0001] = randSSEG[3];
            digScroll[x]         = 8'b11111111;   
            digScroll[x+4'b0001] = 8'b11111111;
            digScroll[x+4'b0010] = 8'b11111111;
            digScroll[x+4'b0011] = 8'b11111111;                          
            digScroll[x+4'b0100] = 8'b11111111;
            digScroll[x+4'b0101] = 8'b11111111;
            digScroll[x+4'b0110] = 8'b11111111;  
            digScroll[x+4'b0111] = 8'b11111111;         
            x = x + 4'b0001;
        end
    end
	always @ (posedge CLK) begin
		case (state)
			3'b000: begin  
				if(!scrollSig) begin
				randstore[0] = randgen[0];
				randstore[1] = randgen[1];
				randstore[2] = randgen[2];
				randstore[3] = randgen[3];
				end
				if (Center) begin
					scrollSig = 1'b1;
					x2 = 4'b0000;
				end
				if (scrollSig) begin
					   dig[0] = digScroll[0];
					   dig[1] = digScroll[1];
					   dig[2] = digScroll[2];
					   dig[3] = digScroll[3];
					   dig[4] = digScroll[4];
					   dig[5] = digScroll[5];
					   dig[6] = digScroll[6];
					   dig[7] = digScroll[7];
                       x2 = x;    
					   if (x2 ==  4'b1101) begin
                          guessNum = 3'b000;
                          randNum = 3'b000;
                          LED = 16'b0000000000000000;
                          state = 3'b001;
					end
				end	
			end
			3'b001: begin  
				scrollSig = 1'b0;
				scrollCorrect = 1'b0;
				last_guessDig = guessDig;
				if (Down) begin
					for (i = 5'b00000 ; i < 5'b10000 ; i = i + 5'b00001) begin
						if(SW[i]) 
						  guessDig = i[3:0];
					end
					if (guessDig == randstore[randNum])
						state = 3'b100;
					else if (guessDig != last_guessDig)  
						state = 3'b010;
				end
			end
			3'b010: begin  
			    guessNum = guessNum + 3'b001;
				dig[4-guessNum] = guessSSEG;
				if (guessDig < randstore[randNum]) begin
					LED = 16'b0000000000000001;   
				end
				else begin
					LED = 16'b1000000000000000;   
				end  
				if (guessNum == 3'b100) 
					state = 3'b011;   
				else
					state = 3'b001;   
			end
			3'b011: begin  
                dig[4] = randSSEG[0];
                dig[5] = randSSEG[1];
                dig[6] = randSSEG[2];
                dig[7] = randSSEG[3];
                if (delayLED) begin
                dig[0] = 8'b10001110;
                dig[1] = 8'b11000000;
                dig[2] = 8'b11000000;
                dig[3] = 8'b11000000;
				end
				if (Center)
				    state = 3'b000;
			end
			3'b100: begin  
				LED = 16'b1111111111111111;
			    if(!scrollCorrect) begin
                dig[0] = 8'b11111111;
                dig[1] = 8'b11111111;
                dig[2] = 8'b11111111;
                dig[3] = 8'b11111111;
                end
                scrollCorrect = 1'b1;
				if (scrollCorrect) begin
                dig[0] = digGuess[0];
                dig[1] = digGuess[1];
                dig[2] = digGuess[2];
                dig[3] = digGuess[3];
                dig[4] = digGuess[4];
                dig[5] = digGuess[5];
                dig[6] = digGuess[6];
                dig[7] = digGuess[7];
                y2 = y;
                if (randNum == 3'b001)
                    dig[4] = randSSEG[0];
                if (randNum == 3'b010) begin
                    dig[4] = randSSEG[0];   
                    dig[5] = randSSEG[1];
                end
                if (randNum == 3'b011) begin
                    dig[4] = randSSEG[0];   
                    dig[5] = randSSEG[1];    
                    dig[6] = randSSEG[2];
                end    
                if(y2 == (randNum + 4'b0101)) begin
                y2 = 4'b0000;
                if (guessDig != last_guessDig) 
                    randNum = randNum + 3'b001;
                guessNum = 3'b000;   
                if (randNum == 3'b100) begin
                    dig[4] = randSSEG[0];
                    dig[5] = randSSEG[1];   
                    dig[6] = randSSEG[2];    
                    dig[7] = randSSEG[3];
                    state = 3'b101;
                    end
                else
                    state = 3'b001;
                end            
                end
			end
			3'b101: begin  
				scrollCorrect = 1'b0;
				if (CLK_Slow)
                    LED = 16'b1111111111111111;
                else
                    LED = 16'b0000000000000000;
				if (Center)
					state = 3'b000;
			end			
		endcase
	end		
endmodule 
module convert(   
	input [3:0]value,
	output reg [7:0]out
	);
	always @ (value) begin
	   case (value)
	       4'b0000 : out = 8'b11000000;
	       4'b0001 : out = 8'b11111001;
	       4'b0010 : out = 8'b10100100;
	       4'b0011 : out = 8'b10110000;
	       4'b0100 : out = 8'b10011001;
	       4'b0101 : out = 8'b10010010;
	       4'b0110 : out = 8'b10000010;
	       4'b0111 : out = 8'b11111000;
	       4'b1000 : out = 8'b10000000;
	       4'b1001 : out = 8'b10011000;
	       4'b1010 : out = 8'b10001000;
	       4'b1011 : out = 8'b10000011;
	       4'b1100 : out = 8'b11000110;
	       4'b1101 : out = 8'b10100001;
	       4'b1110 : out = 8'b10000110;
	       4'b1111 : out = 8'b10001110;
	   endcase             
    end	
endmodule
module Random (
  input CLK_Slow, CLK,
  output reg [3:0]Rand0,
  output reg [3:0]Rand1,
  output reg [3:0]Rand2,
  output reg [3:0]Rand3
  );
  reg [31:0] counter;
  reg [15:0]Rand;
  always@(posedge CLK_Slow)
    begin
      counter = counter + 32'h000012FC;
      Rand = counter[15:0];
      Rand0 = Rand[3:0];
      Rand1 = Rand[7:4];
      Rand2 = Rand[11:8];
      Rand3 = Rand[15:12];   
    end
endmodule
module Display_7seg(
    input [7:0] digit1,  
	input [7:0] digit2, 
	input [7:0] digit3,
	input [7:0] digit4,
	input [7:0] digit5,
	input [7:0] digit6,
	input [7:0] digit7,
	input [7:0] digit8,  
    input clock,
    output reg [7:0] ca,
    output reg [7:0] an);
    always @ (posedge clock) begin
		case(an)  
			8'b01111111 : an = 8'b10111111;
			8'b10111111 : an = 8'b11011111;
			8'b11011111 : an = 8'b11101111;
			8'b11101111 : an = 8'b11110111;
			8'b11110111 : an = 8'b11111011;
			8'b11111011 : an = 8'b11111101;
			8'b11111101 : an = 8'b11111110;
			8'b11111110 : an = 8'b01111111;
			default : an = 8'b01111111;
		endcase
		if (an == 8'b01111111)
			ca = digit1;
		if (an == 8'b10111111)
			ca = digit2;
		if (an == 8'b11011111)
			ca = digit3;
		if (an == 8'b11101111)
			ca = digit4;
		if (an == 8'b11110111)
			ca = digit5;
		if (an == 8'b11111011)
			ca = digit6;
		if (an == 8'b11111101)
			ca = digit7;
		if (an == 8'b11111110)
			ca = digit8;		
	end	
endmodule 
module Clock_1k(
    input clock,
    output reg CLK_1k);
        reg [31:0] counter_out, count;
        initial begin
                counter_out<= 32'h00000000;
                count<= 32'h00000000;
        end
        always @(posedge clock) begin
                counter_out<=    counter_out + 32'h00000001;
                if(counter_out > 32'h000186A0)
                begin
                        counter_out<= 32'h00000000;
                        CLK_1k <= !CLK_1k;
                        end
                end
endmodule 
module Clock_Slow(
	input CLK_1k,
	output reg CLK_Slow);
reg [31:0] counter_out, count;
initial begin
	counter_out<= 32'h00000000;
	count<= 32'h00000000;
	CLK_Slow <=0;
end
always @(posedge CLK_1k) begin
	count = count + 32'h00000001;
	if( count > 32'h000000E8) begin
		count <= 32'h00000000;
		CLK_Slow <= ! CLK_Slow;
	end
end
endmodule 
module Clock_Scroll(
    input clock,
    output reg CLK_Scroll);
        reg [31:0] countout,count;
        initial begin
                countout<= 32'h00000000;
                count<= 32'h00000000;
        end
        always @(posedge clock) begin
                countout<=    countout + 32'h00000001;
                if(countout > 32'h0010FFFF)
                begin
                countout<= 32'h00000000;
                CLK_Scroll <= !CLK_Scroll;
                end
                end
endmodule
File: /design/flow/run.sh
#!/bin/bash
# OpenROAD 26Q1-2900-gdf79404cd8, Yosys 0.63+post, stock flow scripts
make -C /OpenROAD-flow-scripts/flow DESIGN_CONFIG=/design/flow/config.mk WORK_HOME=/design/flow/orfs finish
==> impl_metrics.csv <==
group,metric,value,unit
clock_tree,clk_latency,540,ps
layout,areaGrowthSynthToFinish,11.2,%
synth,synth_cells,1805,
power_and_ir_drop,seqPwrFrac,0.385,
power_and_ir_drop,power,4.94,mW
layout,fin_cells,2466,
clock_tree,cts_tree,"built",
critical_path,critPathArrivalTime,4240,ps
synth,ys_cells,1805,
job,warning_count,50,
final_timing,unclocked_regs,182,
place,hpwlAfterDp,28500,um
critical_path,cp_max_fo,5,
final_timing,fin_crit_sh,0.519,
final_timing,worst_pin_slew,944,ps
critical_path,cp_slowest_cell,"or4_1",
critical_path,crit_required,7980,ps
power_and_ir_drop,switchingPower,1.91,mW
floorplanning,fp.coreArea,44400,um^2
power_and_ir_drop,power.density,246,nW/um^2
floorplanning,die_width,215,um
synth,mux_share,0.0299,
route,vias,12900,
final_timing,tns,0,ps
power_and_ir_drop,switching_share,0.387,
layout,layout_top_cells,"dfxtp_1, nor2_1, nand2_1",
clock_tree,postCtsSetupBuffers,0,
synth,synthTopLogicFamily,"simple AND/OR/NAND/NOR gates",
route,wirelength,40700,um
synth,ys_sh_xor,0.0460,
route,antenna_cells,0,
synth,ys_ff,404,
layout,final_common_cell,"dfxtp_1",
global_routing,gr-total-overflow,0,
synth,yosysSeqAreaShare,0.526,
layout,final_area,20100,um^2
floorplanning,die_h,215,um
synth,synthArstFlopShare,0,
synth,synthAoiAreaFrac,0.122,
layout,final_util,0.453,
power_and_ir_drop,power.leakage,7.19,nW
synth,yosys_area,18100,um^2
synth,yosys_warnings,9,
floorplanning,die-area,46100,um^2
clock_tree,hold_buffers,0,
final_timing,worst_slew_margin_rel,0.353,
clock_tree,postCtsResizedCells,0,
floorplanning,rows,77,
power_and_ir_drop,clockPowerShare,0.237,
global_routing,track_usage,0.184,
final_timing,finalCriticalPeriod,4050,ps
clock_tree,root_buffer,"clkbuf_16",
place,gp_congestion,0.946,
global_routing,first_global_vias,12000,
power_and_ir_drop,combinationalPowerShare,0.378,
final_timing,maxSlewViolCount,0,
floorplanning,initial_utilization,0.408,
final_timing,max_freq,247,MHz
global_routing,antenna_found_initial,0,
critical_path,critPathMostFrequentCell,"or4_1",
synth,ys_sh_simple,0.207,
worst_hold_path,hold_class,"flip-flop to flip-flop",
route,first_pass_iters,7,
critical_path,cp-start-kind,"input pin",
final_timing,final-hold-violation-count,0,
route,drc_errors,0,
layout,final_layout_size_suffix_gt1_frac,0.0945,
final_timing,untimed_endpoints,244,
global_routing,grt_pass1_wl,65100,um
route,dr.first_iter.drc_count,846,
synth,synth-edff-count,144,
critical_path,crit_chain,"clkdlybuf4s50_1 -> or4_1 -> a311o_1 -> xor2_1 -> o21ai_0 -> or4_1 -> a311oi_1",
floorplanning,ios,51,
critical_path,cp-end-kind,"flip-flop",
route,avgViaCountPerCell,5.23,
place,dpl.cell_count,2420,
clock_tree,clk_pin_slew_worst_paths,60,ps
critical_path,slowest_delay,620,ps
synth,synth_adder_area_share,0.0297,
global_routing,grt_max_degree,77,
final_timing,rsz0062_at_grt,"no",
synth,yosysUniqueCellTypes,88,
place,port_buffers,49,
clock_tree,cts_buffers,25,
clock_tree,htree_levels,1,
power_and_ir_drop,vdd_drop_max,0.000216,V
place,postPlaceCellArea,19300,um^2
route,post_drt_wl_per_cell,16.5,um
final_timing,fin_skew,12.8,ps
outcome,status,"completed",
final_timing,finalSetupViolCount,0,
synth,synth_area_per_cell,10.0,um^2
critical_path,critPathKind,"input pin to flip-flop",
clock_tree,clock_path_buffers,3,
route,ant_nets,0,
power_and_ir_drop,internal-power,3.03,mW
synth,flop_cell,"dfxtp_1",
job,max_cap_viol_count,0,
synth,synth_area,18100,um^2
-- registers in the layout, summed over array words and instances, names as in the netlist, 5 cells and up --
register,cells
digGuess,56
digScroll,56
dig,56
CLK1K.counter_out,32
CLKSLOW.count,32
ClockScroll.countout,32
counterScroll,31
randSSEG,25
randstore,14
display.an,8
display.ca,7
guessSSEG,7
RANDOM.counter,5
-- through the flow --
stage	hold WS [ps]	worst slack (ps)
floorplan	349	3870
global placement	358	3270
detailed placement	362	3220
CTS	371	3790
global route	387	3600
finish	372	3750
-- synthesized netlist by cell type, drive strengths merged, types with 12 or more instances --
cell type / instances / area (um^2)
dfxtp: 260 / 5200
nor2: 173 / 649
nand2: 164 / 616
edfxtp: 144 / 4320
clkbuf: 84 / 318
nand3: 68 / 355
inv: 62 / 233
or2: 61 / 382
o21ai: 56 / 288
a21oi: 54 / 270
xnor2: 48 / 420
xor2: 47 / 412
mux2i: 45 / 450
nor3: 44 / 220
ha: 43 / 538
o22ai: 39 / 244
nand4: 38 / 289
nor4: 34 / 246
nand2b: 29 / 181
o31ai: 27 / 213
a221oi: 22 / 193
buf: 21 / 143
and3: 19 / 120
a31oi: 16 / 100
or4: 16 / 121
and2: 15 / 93.8
nor2b: 12 / 75.1
or3: 12 / 75.1
-- cell families (layout without fill, tap and decap cells) --
family	Yosys count	after routing
simple gates	722	722
buf+inv	170	183
xor+xnor	95	95
other cells	2	58
fa+ha+maj	43	43
mux	53	53
compound gates	316	316
flops	404	404
-- final cells by class --
class	instances	area [um^2]
Clock buffer	36	738
Clock inverter	10	95.1
Fill cell	4010	24300
Inverter	65	244
Multi-Input combinational cell	1287	8110
Sequential cell	404	9530
Tap cell	592	741
Timing Repair Buffer	72	663
-- per-layer routing --
metal,vias up,GRT usage,share of wire
li1,6544,-,-
met1,5949,0.292,0.48
met2,350,0.263,0.42
met3,42,0.0591,0.081
met4,0,0.0288,0.017
met5,-,0,0
-- final timing paths --
check                                       start     endpoint  slack, ps  cells after the start
worst min register to register  counterScroll[30]     delayLED        370                      0
worst max-delay path                        SW[9]     state[2]       3750                      7
worst min-delay path            counterScroll[30]     delayLED        370                      0
worst max register to register         randNum[0]  guessNum[1]       4340                      7
-- worst max-delay path, delay by kind of cell --
kind                      cells  cell delay (ps)
buffers and inverters         1              470
xor gates and xnor gates      1              140
and+or+nand+nor               2             1100
AOI/OAI and AO/OA             3              950
-- power by group through the flow --
stage | logic, mW | clock network, mW | registers [mW]
finish | 1.87 | 1.17 | 1.90
global route | 2.06 | 1.25 | 1.93
CTS | 1.86 | 1.21 | 1.90
Power and IR drop assume default switching activity.
