===== design/flow/run.sh =====
#!/bin/bash
# OpenROAD 26Q1-2900-gdf79404cd8, Yosys 0.63+post, stock flow scripts
make -C /OpenROAD-flow-scripts/flow DESIGN_CONFIG=/design/flow/config.mk WORK_HOME=/design/flow/orfs finish

===== design/flow/config.mk =====
export PLATFORM = sky130hd
export DESIGN_NAME = FIFO
export DESIGN_NICKNAME = FIFO
export VERILOG_FILES = /design/flow/design.v
export SDC_FILE = /design/flow/constraint.sdc
export NUM_CORES = 4
export LEC_CHECK = 1
export CORE_AREA = 10 10 70 70
export DIE_AREA = 0 0 80 80

===== design/flow/constraint.sdc =====
current_design FIFO

set clk_period 1.2
set clk_io_pct 0.2

create_clock -name clk0 -period $clk_period [get_ports {clk}]

set non_clock_inputs [all_inputs -no_clocks]
set_input_delay [expr $clk_period * $clk_io_pct] -clock clk0 $non_clock_inputs
set_output_delay [expr $clk_period * $clk_io_pct] -clock clk0 [all_outputs]

===== design/flow/design.v =====
`timescale 1ns / 1ps
module FIFO
  (
    input [7:0]dataIn,
    input clk,enqueue,dequeue,
    output reg full,empty,
    output [7:0]dataOut
  );
  localparam [1:0]
  	EMPTY = 2'b00,
  	USED = 2'b01,
  	FULL = 2'b10;
  reg [7:0]buffer[7:0];
  reg [2:0]head,headNext,tail,tailNext;
  reg [1:0]state,stateNext;
  reg emptyNext,fullNext;
  initial
    begin
      head = 'd0;
      tail = 'd0;
      headNext = 'd0;
      tailNext = 'd0;
      state = 'd0;
      stateNext = 'd0;
      full = 0;
      fullNext = 0;
      empty = 1;
      emptyNext = 1;
    end
  always@(posedge clk)
    begin
      state <= stateNext;
      head <= headNext;
      tail <= tailNext;
      full <= fullNext;
      empty <= emptyNext;
    end
  always@*
    begin
      stateNext = state;
      headNext = head;
      tailNext = tail;
      emptyNext = empty;
      fullNext = full;
      case(stateNext)
        EMPTY:
          begin
            if(enqueue)
              begin
                tail = (tail[0]+1);
                buffer[head] = dataIn;
              end
            else
              stateNext = EMPTY;
          end
        USED:
          begin
            if(enqueue)
              begin
                tail = (tail[0]+1);
                buffer[head] = dataIn;
              end
            else if(dequeue)
              begin
                tailNext[1] = buffer[head[0]];
                head = (head[0]+1);
              end
            else
                stateNext = USED;
          end
        FULL:
          begin
            if(enqueue)
              stateNext = FULL;
            else if(dequeue)
              begin
                tail = -1;
                head = tailNext;
              end
            else
              stateNext = FULL;
          end
      endcase
    end
  assign dataOut = buffer[head];
endmodule

==> results.sh <==
# yosys + openroad results
export IMPL_synthToLayoutAreaGrowth_pct=108
export IMPL_yosys_area_share_xor_xnor_pct=0
export IMPL_globalplace_congestion=0.820
export IMPL_synthAoiAreaFrac_pct=2.06
export IMPL_cts_root_buf="clkbuf_4"
export IMPL_cts_buffer_depth=2
export IMPL_cap_violations=0
export IMPL_period_needed_ns=1.06
export IMPL_cp_end_kind="flop"
export IMPL_dp_hpwl_um=609
export IMPL_yosysTopAreaCell="dlxtn_1"
export IMPL_grt_pass1_wl_um=986
export IMPL_yosysUniqueCellTypes=9
export IMPL_fmax_mhz=943
export IMPL_logic_area_sq_um=52.6
export IMPL_peakVddDrop_uv=715
export IMPL_h_tree_depth=1
export IMPL_grt_use_total_pct=1.89
export IMPL_top_cell_area_share_pct=49.5
export IMPL_antenna_found_initial=0
export IMPL_synthTopCellsByArea="dlxtn_1, edfxtp_1, nor2b_1"
export IMPL_mux_area_share_pct=0
export IMPL_cpLargestDelayFamily="flip-flops"
export IMPL_initCoreUtil_pct=7.11
export IMPL_finClkSkew_ns=0.00342
export IMPL_cts_resized=0
export IMPL_ys_area_sq_um=243
export IMPL_core_sq_um=3420
export IMPL_hold_path_depth=3
export IMPL_io_pins=21
export IMPL_crit_slowest_cell="edfxtp_1"
export IMPL_cts_setup_buffers=0
export IMPL_hold_viol=0
export IMPL_crit_arrival_ns=1.00
export IMPL_vias=202
export IMPL_syn_inst=21
export IMPL_hold_buffers=0
export IMPL_powerDensity_nw_per_um2=1100
export IMPL_grt_pass1_vias=203
export IMPL_yosys_warnings=14
export IMPL_untimed_endpoints=16
export IMPL_timing_critical_path_buf_inv=0
export IMPL_die_width_um=80
export IMPL_drt_iter0_drc=1
export IMPL_hold_path_class="in2reg"
export IMPL_ys_ff=10
export IMPL_register_area_sq_um=180
export IMPL_tritoncts="yes"
export IMPL_final_common_cell="clkdlybuf4s50_1"
export IMPL_logic_family="simple AND/OR/NAND/NOR gates"
export IMPL_ant_nets=0
export IMPL_cts_buffers_inserted=3
export IMPL_fin_crit_sh_pct=88.4
export IMPL_die_y_um=80
export IMPL_die_area_sq_um=6400
export IMPL_worstPathCellList="o21ai_1 -> and3_4"
export IMPL_slowest_delay_ns=0.42
export IMPL_route_detailed_drc=0
export IMPL_status="complete, no violations"
export IMPL_start_kind="flop"
export IMPL_avgRoutedWirePerCell_um=8.05
export IMPL_routed_wl_um=700
export IMPL_synth_area_per_cell_sq_um=11.6
export IMPL_synth_area_sq_um=243
export IMPL_worstPathMaxFanout=4
export IMPL_drive_gt1_share_pct=12.2
export IMPL_grt_max_degree=9
export IMPL_lay_top_cells="clkdlybuf4s50_1, dlxtn_1, nor2b_1, clkbuf_4"
export IMPL_path_class="reg2reg"
export IMPL_warnings=25
export IMPL_clkSlewWorstSetupHoldPaths_ns=0.03
export IMPL_diodes=0
export IMPL_maxSlewViolCount=0
export IMPL_nFillCells=389
export IMPL_clkLatencyLatePin_ns=0.22
export IMPL_grt_ovfl_total=0
export IMPL_synthSimpleGateAreaFrac_pct=14.4
export IMPL_unclocked_pins=8
export IMPL_ys_sh_adder_pct=0
export IMPL_instances_no_fill=87
export IMPL_p_leak_uw=0.000215
export IMPL_hold_ws_ns=0.489
export IMPL_ys_cells=21
export IMPL_setup_viol=0
export IMPL_critical_path_depth=2
export IMPL_port_buffers=18
export IMPL_rows=21
export IMPL_rsz0062_at_grt="false"
export IMPL_dp_cells=84
export IMPL_drt_pass1_iter_count=2
export IMPL_viasPerCell=2.32
export IMPL_reg2reg_depth=2
export IMPL_required_ns=1.13
-- Yosys cell counts, drive strengths merged --
cell    n
and3    1
dlxtn   8
edfxtp  2
buf     2
nand2b  1
conb    2
o21ai   1
nand2   1
nor2b   3
-- worst min-delay path, stage by stage --
cell and delay (ns):
dlymetal6s2s_1 0.10, nand2_1 0.06, and3_4 0.14
-- layout make-up --
type                       instances  area share (%)
timing repair buffer              19            38.1
sequential                        10            35.6
tap                               46            11.4
multi-input combinational          9            10.4
clock buffer                       3            4.46
-- layer usage --
metal	global-route usage, %	up-vias	share of wire, %
met5	0	-	0
met4	0.528	0	0
met3	1.25	0	21
met2	2.81	19	35
met1	2.16	82	44
li1	-	101	-
-- through the flow --
step | power, uW | TNS, ns | util, % | setup WS, ns | area, sq um
5_1_grt | 605 | 0 | 14.8 | 0.0595 | 505
2_1_floorplan | 294 | 0 | - | 0.145 | 243
4_1_cts | 551 | 0 | 14.5 | 0.0357 | 495
6_report | 554 | 0 | 14.8 | 0.140 | 505
3_5_place_dp | 391 | -0.410 | 13.8 | -0.205 | 473
3_3_place_gp | 380 | -0.290 | 13.8 | -0.145 | 473
-- power breakdown --
group	switching, uW	internal (uW)	total (uW)
logic	56.6	115	171
clock network	37.2	110	147
registers	35.3	200	235
total	129	425	554
-- cell families (layout without fill, tap and decap cells) --
kind of cell / Yosys count / after routing
and+or+nand+nor: 6 / 6
other: 2 / 2
latches: 8 / 8
DFF: 2 / 2
buffers and inverters: 2 / 22
AOI/OAI and AO/OA: 1 / 1
-- path summary, 6_finish.rpt --
kind / start / to / slack (ns)
worst max-delay path: state[0]$_DFFE_PP_ / state[0]$_DFFE_PP_ / 0.14
worst max register to register: state[0]$_DFFE_PP_ / state[0]$_DFFE_PP_ / 0.14
worst min register to register: state[1]$_DFFE_PP_ / state[0]$_DFFE_PP_ / 0.61
worst min-delay path: dequeue / state[1]$_DFFE_PP_ / 0.49
-- sequential cells by signal, summed over array words and instances, names as in the netlist --
signal  flops
state       2
buffer      8
No activity file was given, so power comes from the tool's default toggle rates.
